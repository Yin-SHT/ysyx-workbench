===== ./config.mk =====
export PLATFORM = sky130hd
export DESIGN_NAME = write_back
export DESIGN_NICKNAME = write_back
export VERILOG_FILES = /design/flow/design.v
export SDC_FILE = /design/flow/constraint.sdc
export NUM_CORES = 4
export LEC_CHECK = 1
export CORE_AREA = 10 10 77 77
export DIE_AREA = 0 0 87 87

===== ./constraint.sdc =====
current_design write_back

set clk_period 1.0
set clk_io_pct 0.2

create_clock -name clk0 -period $clk_period

set non_clock_inputs [all_inputs -no_clocks]
set_input_delay [expr $clk_period * $clk_io_pct] -clock clk0 $non_clock_inputs
set_output_delay [expr $clk_period * $clk_io_pct] -clock clk0 [all_outputs]

===== ./design.v =====
module write_back (
  input                  rst,
  input                  wsel_i,
  input [31:0]  alu_result_i,
  input [31:0]  mem_data_i,
  output [31:0] wdata_o
);
  assign wdata_o = ( rst == 1'b1  ) ? 32'h0000_0000   :
                   ( wsel_i == 1'b0 ) ? alu_result_i :
                   ( wsel_i == 1'b1 ) ? mem_data_i   : 32'h0000_0000;
endmodule

===== ./run.sh =====
#!/bin/bash
# OpenROAD 26Q1-2900-gdf79404cd8, Yosys 0.63+post, stock flow scripts
make -C /OpenROAD-flow-scripts/flow DESIGN_CONFIG=/design/flow/config.mk WORK_HOME=/design/flow/orfs finish

==> summary.txt <==
yosys + openroad results -> dpl cell area=0.00154 mm^2, violated checks=negative setup slack, RSZ-0062 raised after global routing=true, initial antenna violation count=0, Peak VDD IR=0.141 mV, crit path from=wsel_i, Finished Cell Area=0.00156 mm^2, dpl cells=218, Synth area leader=mux2i_1, yosys stat chip area=523 um^2, DR WL/cell=15.1 um, comb area leader=multiplexers, via count=863, P per Cell Area=355 mW/mm^2, DR vias/cell=3.80, # DRC=0, Pint=380 uW, Period minus WS final=1.09 ns, CP required=0.80 ns, total wire length=3430 um, sw power=174 uW, Max Freq=919 MHz, # setup viols final=22, Syn Area/Cell=7.37 um^2, final core occ=35.8%, Simple Share, Synth=23.0%, layout cell share with drive strength beyond 1=28.0%, Die H=87 um, hold_ws=0.704 ns, Switching Fraction=31.4%, status=finished, violations left, yosys cell count=71, Synth Area in Compound Gates=0%, number of global-route vias before repair=939, Hold WC Path Type=in2out, wire length on met1=1410 um, Ys Warns=0, Total Routing Usage GR=8.48%, highest metal used=met3, flop count=0, OpenROAD warning count=34, Worst setup SP type=input pin, port bufs=98, Distinct cells, synth=5, drt pass-1 iters=3, crit-path max FO=5, register area share after synthesis=0%, top cells by area=mux2i_1 61%, nor2_1 23%, buf_12 11%, crit path DAT=0.89 ns, TNS Setup=-1.55 ns, RD Place Congestion=0.792, Max transition margin=89.0%, Top cell area share=61.2%, Core Area=0.00435 mm^2, Top Ports=98, ANT cells=0, Mapped Area=523 um^2, adder share=0%, max-capacitance violation count=0, Slew Limit Fails=0, commonest cells in the netlist=32 x mux2i_1, 32 x nor2_1, 3 x buf_12, 3 x clkbuf_1, 1 x buf_6, Comb pwr share=100.0%, first-pass GRT wire length=5180 um, Register Area=0 um^2, DRT antenna net count=0, crit path capture=wdata_o[29], slew at the pin closest to its max-slew limit=0.163 ns, Core Util at FP=12.0%, Final period util=109%, Critical Path Sink Type=primary output, Comb gate area=457 um^2, DR WL met2=1630 um, grt ovf=0, Clock buffer cells=0, Final Non-Filler Cells=227, HPWL after detailed placement=2660 um, Die Wd=87 um, Iteration-0 DRC Markers=5, area grow syn2layout=198%, XOR Share, Synth=0%, setup slack after layout=-0.0876 ns, row count=24, Met3 Wirelength=378 um, Post-Syn Instances=71, Synth mux share=61.2%, leakage power=0.000917 uW, pin count of the biggest net entering global routing=17, sequential power share=0%, final hold vios=0, clock share of power=0%, Filler cells=474, crit path kind=in2out, WHS Path Cells=4, die footprint=0.00757 mm^2
[cells by family (layout without fill, tap and decap cells)]
kind of cell / after synthesis / after routing
simple gates: 32 / 32
mux: 32 / 32
buf+inv: 7 / 111
[metal layers]
layer	up-vias	global-route usage, %
met5	-	0
met4	0	0
met3	0	3.58
met2	53	14.5
met1	362	10.2
li1	448	-
[worst min-delay path by stage]
stage,start,endpoint,slack (ns)
after CTS,mem_data_i[26],wdata_o[26],0.82
after global routing,alu_result_i[14],wdata_o[14],0.73
final,alu_result_i[10],wdata_o[10],0.70
[area by class of cell]
| type | count | share of cell area (%) |
|---|---|---|
| repair buffers | 111 | 66.6 |
| multi-input cells | 64 | 29.3 |
| well taps | 52 | 4.17 |
[cell usage in the layout, fill, tap and decap left out]
cell type and n:
buf_12 6, buf_16 5, buf_2 33, buf_4 1
buf_6 1, buf_8 1, clkdlybuf4s50_1 2, dlygate4sd2_1 57
dlymetal6s2s_1 5, mux2i_1 30, mux2i_2 1, mux2i_4 1
nor2_1 32
[metrics by stage]
stage	setup slack, ns	power, uW
after detailed placement	-0.631	604
final	-0.0876	553
after global routing	-0.145	607
after global placement	-0.638	604
after CTS	-0.111	564
after floorplan	0.148	168
[power by group through the flow]
stage         logic [uW]  clock network, uW  registers (uW)
global route         607                  0               0
CTS                  564                  0               0
finish               553                  0               0
[critical path, stage by stage]
cell,delay (ns)
buf_12,0.12
buf_12,0.13
buf_16,0.13
mux2i_1,0.14
nor2_1,0.05
buf_2,0.11
[repair_timing]
item,CTS,global route
pin swaps,30,27
setup endpoints to repair,32,31
setup buffers,4,1
gates resized,174,8
hold buffers,0,0
gates cloned,5,0
Power is estimated from default activity; no workload was simulated.
