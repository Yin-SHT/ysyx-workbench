==> design/flow/design.v <==
module data_expan (
  input rst,
  input [7:0]    alu_op_i,
  input [31:0]  read_offset_i,
  input [31:0]  rmem_data_i,
  output [31:0] mem_data_o
);
  wire [31:0] shift_data = ( rst == 1'b1       ) ? ( {                    32'h0000_0000} ) :
                                   ( read_offset_i == 32'h00  ) ? ( {            rmem_data_i[31:0 ]} ) :
                                   ( read_offset_i == 32'h01  ) ? ( {{ 8{1'b0}}, rmem_data_i[31:8 ]} ) : 
                                   ( read_offset_i == 32'h02  ) ? ( {{16{1'b0}}, rmem_data_i[31:16]} ) :
                                   ( read_offset_i == 32'h03  ) ? ( {{24{1'b0}}, rmem_data_i[31:24]} ) : 32'h0000_0000;
  assign mem_data_o = ( rst      == 1'b1 ) ? ( {                           32'h0000_0000} ) :
                      ( alu_op_i == 8'b0000_0100  ) ? ( {{24{shift_data[7 ]}}, shift_data[7 :0]} ) :
                      ( alu_op_i == 8'b0000_0101  ) ? ( {{16{shift_data[15]}}, shift_data[15:0]} ) :
                      ( alu_op_i == 8'b0000_0110  ) ? ( {                      shift_data[31:0]} ) : 
                      ( alu_op_i == 8'b0000_0111 ) ? ( {{24{1'b0          }}, shift_data[7 :0]} ) :
                      ( alu_op_i == 8'b0000_1000 ) ? ( {{16{1'b0          }}, shift_data[15:0]} ) : 32'h0000_0000; 
endmodule
==> design/flow/run.sh <==
#!/bin/bash
# OpenROAD 26Q1-2900-gdf79404cd8, Yosys 0.63+post, stock flow scripts
make -C /OpenROAD-flow-scripts/flow DESIGN_CONFIG=/design/flow/config.mk WORK_HOME=/design/flow/orfs finish
==> design/flow/config.mk <==
export PLATFORM = sky130hd
export DESIGN_NAME = data_expan
export DESIGN_NICKNAME = data_expan
export VERILOG_FILES = /design/flow/design.v
export SDC_FILE = /design/flow/constraint.sdc
export NUM_CORES = 4
export LEC_CHECK = 1
export CORE_AREA = 10 10 107 107
export DIE_AREA = 0 0 117 117
==> design/flow/constraint.sdc <==
current_design data_expan

set clk_period 13.4
set clk_io_pct 0.2

create_clock -name clk0 -period $clk_period

set non_clock_inputs [all_inputs -no_clocks]
set_input_delay [expr $clk_period * $clk_io_pct] -clock clk0 $non_clock_inputs
set_output_delay [expr $clk_period * $clk_io_pct] -clock clk0 [all_outputs]
==> results.sh <==
# physical design summary
export IMPL_status="complete, no violations"
export IMPL_cp_start_kind="primary input"
export IMPL_maxSlewViolCount=0
export IMPL_yosys_warnings=0
export IMPL_dp_cells=376
export IMPL_firstDrtPassIters=4
export IMPL_design_core_area_mm2=0.00920
export IMPL_drtIter0Drc=53
export IMPL_cp_required_ps=10720
export IMPL_maxCapViolCount=0
export IMPL_clockBufferCount=0
export IMPL_netlist_top_cells_count="a21oi_1, nor3_1, nor2_1"
export IMPL_end_kind="output port"
export IMPL_wl_um=6430
export IMPL_portBuffers=105
export IMPL_fp_row_count=35
export IMPL_die_y_um=117
export IMPL_internal_power_uw=27.3
export IMPL_grt_pass1_wl_um=9340
export IMPL_ir_worst_vdd_v=0.00000660
export IMPL_area_leaders="a21oi_1, mux2_2, mux2i_1, nor3_1, nand2b_1"
export IMPL_chip_area_mm2=0.0137
export IMPL_critPathMaxFanout=15
export IMPL_ios=105
export IMPL_vias=1638
export IMPL_grt_max_degree=37
export IMPL_diodes=0
export IMPL_yosysChipArea_mm2=0.00113
export IMPL_post_cts_resized=0
export IMPL_rsz0062_at_grt="false"
export IMPL_dieWidth_um=117
export IMPL_netlist_instances=168
export IMPL_via_per_inst=4.36
export IMPL_p_clk_frac=0
export IMPL_fmax_mhz=119
export IMPL_syn_to_final_growth_pct=104
export IMPL_powerDensity_mw_per_mm2=19.2
export IMPL_stdcell_count=376
export IMPL_ys_cells=168
export IMPL_worstHoldStart="rmem_data_i[26]"
export IMPL_seqPwrFrac=0
export IMPL_final_setup_tns_ps=0
export IMPL_fp_utilization=0.122
export IMPL_track_usage=0.0878
export IMPL_avgSynthCellArea_um2=6.70
export IMPL_setup_viol_count_final=0
export IMPL_flop_count=0
export IMPL_dp_hpwl_um=5490
export IMPL_finalHoldViolations=0
export IMPL_antenna_found_initial=0
export IMPL_ys_types=33
export IMPL_tool_warnings=32
export IMPL_synth_area_mm2=0.00113
export IMPL_cts_hold_buffers_added=0
export IMPL_logic_area_mm2=0.00107
export IMPL_gp_congestion=0.785
export IMPL_timing_hold_ws_ps=6360
export IMPL_grt_pass1_vias=1679
export IMPL_globalRouteOverflowTotal=0
export IMPL_route_antenna_remaining_nets=0
export IMPL_holdPathStages=4
export IMPL_filler_cell_count=1000
export IMPL_drc=0
export IMPL_worstPathArrival_ps=5720
export IMPL_slew_headroom=0.485
export IMPL_power_uw=44.1
export IMPL_ys_seq_share=0
export IMPL_worst_setup_path_type="in2out"
export IMPL_register_area_um2=0
export IMPL_leakagePower_nw=0.698
export IMPL_yosysTopAreaCell="a21oi_1"
export IMPL_post_synth_top_count_cell="a21oi_1"
export IMPL_min_period_ps=8400
export IMPL_yosys_area_top_type_share=0.116
export IMPL_hold_path_class="in2out"
export IMPL_p_comb_frac=1.000
export IMPL_drive_gt1_frac=0.0981
export IMPL_switching_share=0.381
export IMPL_avgRoutedWirePerCell_um=17.1
export IMPL_worstMarginPinSlew_ps=770
export IMPL_period_used=0.627
export IMPL_p_sw_uw=16.8
export IMPL_hold_end="mem_data_o[26]"
export IMPL_post_cts_setup_buffer_count=0
power groups by stage:
stage                 combinational (mW)  clock [mW]  sequential (mW)
after CTS                         0.0445           0                0
after global routing              0.0476           0                0
final                             0.0441           0                0
critical path, cell delays in order:
cell	delay, ps
clkdlybuf4s50_1	410
nor4_1	300
nand4_1	660
nor2_2	560
a31oi_1	340
nor3_1	260
clkdlybuf4s50_1	500
cell families after synthesis:
| logic type | share of synthesized area |
|---|---|
| simple gates | 0.447 |
| compound gates | 0.327 |
| mux | 0.170 |
| buf+inv | 0.0489 |
| xor+xnor | 0.00778 |
metal layers:
layer | routed length [um] | global-route usage | part of all wire
met3 | 855 | 0.0320 | 0.13
met4 | 34 | 0.00412 | 0.0053
met1 | 2560 | 0.108 | 0.40
met2 | 2980 | 0.150 | 0.46
met5 | 0 | 0 | 0
metrics by stage:
stage                util  cell area (um^2)  worst slack, ps
global route        0.250              2290             4670
detailed placement  0.250              2290             4930
finish              0.250              2290             5000
CTS                 0.250              2290             4950
global placement    0.250              2290             5090
floorplan               -              1130             6620
cell type report:
cell class                 count  area share
inverter                       1     0.00164
timing repair buffer         109       0.471
tap                          111      0.0605
multi-input combinational    155       0.467
worst max path at each step:
| stage | startpoint | end | slack (ps) | depth (start not counted) |
|---|---|---|---|---|
| after global routing | read_offset_i[17] | mem_data_o[19] | 4670 | 7 |
| final | read_offset_i[16] | mem_data_o[19] | 5000 | 7 |
| after CTS | read_offset_i[16] | mem_data_o[17] | 4950 | 7 |
placed cells by master (no fill, tap or decap), types with 4 or more instances in the layout:
cell type,synthesis,routed
mux2i_1,9,9
o21ai_0,8,8
o211ai_1,7,7
nor2b_1,9,9
a22o_1,7,7
nor4_2,5,5
nor3_1,17,17
clkdlybuf4s50_1,0,105
nor2_1,12,12
nor4_1,6,6
nand2b_1,10,10
nand2_1,8,8
a22oi_1,7,7
buf_4,0,4
a21oi_1,26,26
mux2_2,9,9
Power is estimated from default activity; no workload was simulated.
