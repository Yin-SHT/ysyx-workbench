<file path="/design/flow/run.sh">
#!/bin/bash
# OpenROAD 26Q1-2900-gdf79404cd8, Yosys 0.63+post, stock flow scripts
make -C /OpenROAD-flow-scripts/flow DESIGN_CONFIG=/design/flow/config.mk WORK_HOME=/design/flow/orfs finish
</file>
<file path="/design/flow/config.mk">
export PLATFORM = sky130hd
export DESIGN_NAME = regfile
export DESIGN_NICKNAME = regfile
export VERILOG_FILES = /design/flow/design.v
export SDC_FILE = /design/flow/constraint.sdc
export NUM_CORES = 4
export LEC_CHECK = 1
export CORE_UTILIZATION = 50
</file>
<file path="/design/flow/constraint.sdc">
current_design regfile

set clk_period 26.2
set clk_io_pct 0.2

create_clock -name clk0 -period $clk_period [get_ports {clk}]

set non_clock_inputs [all_inputs -no_clocks]
set_input_delay [expr $clk_period * $clk_io_pct] -clock clk0 $non_clock_inputs
set_output_delay [expr $clk_period * $clk_io_pct] -clock clk0 [all_outputs]
</file>
<file path="/design/flow/design.v">
module regfile(
    input                           clk,
    input                           rst,
	input   [31:0] 	    wdata_i,
	input   		  		        wena_i,
	input   [4:0]         waddr_i,
	input   [4:0]         raddr1_i,
	input   		  		        rena1_i,
	input   [4:0]         raddr2_i,
	input   		  		        rena2_i,
	output  reg [31:0]     data1_o,
	output  reg [31:0]     data2_o
);
    integer i ;
    reg [31:0] regs[31 : 0];
    always @( posedge clk ) begin
        if( rst == 1'b1 ) begin
            regs[0] <= 32'h0000_0000 ;
            for( i = 1; i < 32; i = i + 1 ) begin
                regs[i] <= 32'h0000_0000;
            end
        end else begin
            if( ( wena_i == 1'b1 ) && ( waddr_i != 5'b00000 ) ) begin
                regs[waddr_i] <= wdata_i ;
            end
        end
    end
    always @( * ) begin
        if( rst == 1'b1 ) begin
            data1_o = 32'h0000_0000 ;
        end else if( rena1_i == 1'b1 ) begin
            data1_o = regs[raddr1_i];
        end else begin
            data1_o = 32'h0000_0000;
        end
    end
    always @( * ) begin
        if ( rst == 1'b1 ) begin
            data2_o = 32'h0000_0000;
        end else if ( rena2_i == 1'b1 ) begin
            data2_o = regs[raddr2_i];
        end else begin
            data2_o = 32'h0000_0000;
        end
    end
endmodule
</file>
==> flow_summary_export.csv <==
group,metric,value,unit
clocking,cts_tree,"built",
synth,netlist_area,54660,um^2
synth,ys_sh_simple,12.61,%
synth,yosysCellCount,3552,
placed_design,numPortBuffers,115,
synth,ys_sh_mux,23.23,%
clocking,clkSlewWorstSetupHoldPaths,60,ps
routing,wirelength,181900,um
cells_and_area,drive_gt1_share,22.67,%
setup_path,arrival,9210,ps
routing,routedWlPerCell,35.90,um
timing,slew_violations,0,
synth,flop_cell,"edfxtp_1",
clocking,cts_setup_buffers,0,
routing,via_per_inst,6.612,
floorplan,io_pins,116,
global_route,grt_max_degree,98,
synth,ys_async_sr_fraction,0,%
synth,syn_inst,3552,
cells_and_area,regMostFlops,"regs",
global_route,grt_pass1_wl,259000,um
clocking,clk_path_buf_depth,3,
job,cap_violations,0,
synth,ys_ff,1024,
cells_and_area,mi_logic_area,22150,um^2
timing,hold_viol,0,
setup_path,cp_max_fo,63,
job,tool_warnings,26,
timing,final.setup.tns,0,ps
timing,rsz0062_at_grt,"false",
clocking,cts_resized,0,
floorplan,chip_area,110700,um^2
cells_and_area,layout_top_cells,"1024 x edfxtp_1, 994 x and2_1, 436 x mux4_2",
routing,first_pass_iters,7,
routing,vias,33500,
setup_path,cp_slowest_stage_delay,710,ps
cells_and_area,regArea,30750,um^2
routing,first_iter_violations,2180,
global_route,first_global_vias,36870,
global_route,grt-ovfl-total,0,
cells_and_area,largest_reg_flops,1024,
setup_path,slowest_stage,"buf_4",
timing,fmax,69.21,MHz
cells_and_area,synthToLayoutAreaGrowth,10.76,%
synth,xor_share,0,%
floorplan,coreArea,107700,um^2
power_and_ir_drop,power_density,65.19,nW/um^2
clocking,numCtsBuffers,111,
power_and_ir_drop,vdd_drop_max,0.00006133,V
routing,drc,0,
min_path,min-delay-path-class,"input pin to register",
timing,post-route-period-util,55.15,%
synth,ys_chip_area,54660,um^2
power_and_ir_drop,p_leak,21.02,nW
cells_and_area,fillCellCount,7965,
clocking,htreeDepth,3,
cells_and_area,top_regs,"regs x1024",
timing,slew_headroom,35.38,%
global_route,antenna_found_initial,5,
setup_path,worstPathCellList,"buf_8 -> buf_4 -> buf_4 -> buf_4 -> mux2i_1 -> a221oi_1 -> o21ai_0 -> a31oi_1 -> clkdlybuf4s50_1",
setup_path,crit_path_end_kind,"primary output",
synth,ys_seq_share,56.25,%
synth,yosys_warnings,1,
floorplan,die_w,332.6,um
placed_design,hpwl,102800,um
synth,fa_ha_area_share,0,%
global_route,grt.total_usage,37.04,%
setup_path,critPathKind,"input pin to primary output",
synth,aoi_share,4.193,%
setup_path,cp_data_required_time,20960,ps
cells_and_area,utilization,56.24,%
floorplan,fp-utilization,50.78,%
cells_and_area,final_common_cell,"edfxtp_1",
clocking,cts_sinks,1024,
synth,synth.distinct_cells,34,
synth,synth.logic.top_family,"multiplexers",
timing,min_period,14450,ps
setup_path,crit_path_frequent_cell,"buf_4",
clocking,cts-root-buf,"clkbuf_16",
setup_path,start_kind,"input pin",
routing,postRouteAntennaNets,0,
timing,worstMarginPinSlew,966.3,ps
floorplan,rows,120,
clocking,hold_buffers,0,
synth,edf_count,1024,
placed_design,place_congestion,0.9725,
timing,setup_viol,0,
synth,synth_area_per_cell,15.39,um^2
floorplan,die_y,332.6,um
outcome,status,"finished clean",
[path summary, 6_finish.rpt]
check | startpoint | end | slack [ps] | depth (start not counted)
max | raddr1_i[2] | data1_o[29] | 11750 | 9
min | rst | regs[0][24] | 4960 | 1
[kinds of logic after synthesis]
| logic type | after synthesis |
|---|---|
| and+or+nand+nor | 1130 |
| DFF | 1024 |
| muxes | 704 |
| buffers and inverters | 395 |
| AOI/OAI and AO/OA | 298 |
| other | 1 |
[worst max-delay path, delay by kind of cell]
kind                   cells  cell delay (ps)
AOI/OAI and AO/OA          3              760
buffers and inverters      5             2880
muxes                      1              130
[metrics by stage]
step	setup slack [ps]	cells	area (um^2)	total power [mW]	hold WS [ps]
5_1_grt	11610	5064	60540	4.056	4952
3_3_place_gp	11810	4857	56960	2.401	5662
3_5_place_dp	11770	4857	56960	2.412	5665
4_1_cts	11770	5064	60540	3.954	4938
2_1_floorplan	14440	3583	54780	2.236	5438
6_report	11750	5066	60550	3.947	4957
[cell usage after synthesis (19+ instances only)]
| cell type | n | area (um^2) |
|---|---|---|
| edfxtp_1 | 1024 | 30750 |
| and2_1 | 994 | 6218 |
| mux4_2 | 436 | 9819 |
| clkbuf_1 | 256 | 960.9 |
| mux2i_1 | 256 | 2562 |
| a221o_1 | 64 | 640.6 |
| a22oi_1 | 64 | 480.5 |
| a31oi_1 | 64 | 400.4 |
| buf_4 | 52 | 390.4 |
| buf_2 | 51 | 255.2 |
| nand2_1 | 46 | 172.7 |
| a221oi_1 | 42 | 367.9 |
| nor2_1 | 32 | 120.1 |
| or2_2 | 31 | 193.9 |
| buf_6 | 29 | 326.6 |
| o21ai_0 | 23 | 115.1 |
| o2111ai_1 | 22 | 192.7 |
| o21ai_1 | 19 | 95.09 |
[final cells by class]
class	instances	share of cell area, %
Timing Repair Buffer	264	3.798
Clock inverter	73	1.143
Antenna cell	2	0.008266
Multi-Input combinational cell	2164	36.58
Inverter	2	0.01860
Tap cell	1403	2.899
Sequential cell	1024	50.79
Clock buffer	134	4.765
[report_power, final]
part | internal [mW] | leakage, nW | switching (mW)
Sequential | 1.89 | 9.75 | 0.0437
Combinational | 0.188 | 9.51 | 0.261
Clock | 0.899 | 1.75 | 0.662
[per-layer routing]
| layer | wire length, um | GRT usage [%] |
|---|---|---|
| met2 | 84300 | 52.72 |
| met4 | 7086 | 10.96 |
| met3 | 34690 | 29.67 |
| met5 | 588 | 4.429 |
| met1 | 55190 | 43.73 |
Power figures rest on the tool's default switching activity, not on a simulated workload.
