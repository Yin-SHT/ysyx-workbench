[flow/constraint.sdc]
current_design addr_transfer

set clk_period 16.9
set clk_io_pct 0.2

create_clock -name clk0 -period $clk_period

set non_clock_inputs [all_inputs -no_clocks]
set_input_delay [expr $clk_period * $clk_io_pct] -clock clk0 $non_clock_inputs
set_output_delay [expr $clk_period * $clk_io_pct] -clock clk0 [all_outputs]
[flow/config.mk]
export PLATFORM = sky130hd
export DESIGN_NAME = addr_transfer
export DESIGN_NICKNAME = addr_transfer
export VERILOG_FILES = /design/flow/design.v
export SDC_FILE = /design/flow/constraint.sdc
export NUM_CORES = 4
export LEC_CHECK = 1
export CORE_UTILIZATION = 40
[flow/design.v]
module addr_transfer (
  input                   rst,
  input [31:0]  pc_i,
  input [31:0]   imm_i,
  input [31:0]   operand1_i,
  input [31:0]   operand2_i,
  input [7:0]    tran_op_i,
  output [31:0] dnpc_o
);
  wire cout;
  wire [31:0] result;
  assign { cout, result } = {1'b0, operand1_i} + ({1'b0, ~operand2_i}) + 1;
  wire Of = ((operand1_i[31]) & (!operand2_i[31]) & (!result[31])) | ((!operand1_i[31]) & (operand2_i[31]) & (result[31]));
  wire Cf = cout ^ 1'b1;
  wire Sf = result[31];
  wire Zf =  ~(| result);
  wire unsigned_less_than = ( Cf == 1 );
  wire unsigned_greater_equal = ( Cf == 0 );
  wire signed_less_than = ( ( Sf ^ Of ) == 1 );
  wire signed_greater_equal = ( ( Sf ^ Of ) == 0 );
  wire transfer;
  assign transfer = ( rst       == 1'b1  ) ? ( 1'b0            ) :
                    ( tran_op_i == 8'b1000_0001 ) ? ( Zf                       ) :
                    ( tran_op_i == 8'b1000_0010 ) ? ( !Zf                      ) :
                    ( tran_op_i == 8'b1000_0011 ) ? ( signed_less_than         ) :
                    ( tran_op_i == 8'b1000_0100 ) ? ( signed_greater_equal     ) :
                    ( tran_op_i == 8'b1000_0101) ? ( unsigned_less_than       ) :
                    ( tran_op_i == 8'b1000_0110) ? ( $unsigned(operand1_i) >= $unsigned(operand2_i)) :
                    ( tran_op_i == 8'b1000_0111 ) ? ( 1'b1             ) :
                    ( tran_op_i == 8'b1000_1000) ? ( 1'b1             ) :
                    ( tran_op_i == 8'b1000_1010 ) ? ( 1'b1             ) : 
                    ( tran_op_i == 8'b1000_1001) ? ( 1'b1             ) : 1'b0;
  assign dnpc_o = ( rst       == 1'b1   ) ? 32'h8000_0000           :
                  ( transfer  == 1'b0 ) ? pc_i + 32'h0000_0004 : 
                  ( tran_op_i == 8'b1000_0001  ) ? pc_i + imm_i        :
                  ( tran_op_i == 8'b1000_0010  ) ? pc_i + imm_i        :
                  ( tran_op_i == 8'b1000_0011  ) ? pc_i + imm_i        :
                  ( tran_op_i == 8'b1000_0100  ) ? pc_i + imm_i        :
                  ( tran_op_i == 8'b1000_0101 ) ? pc_i + imm_i        :
                  ( tran_op_i == 8'b1000_0110 ) ? pc_i + imm_i        :
                  ( tran_op_i == 8'b1000_0111  ) ? pc_i + imm_i        :
                  ( tran_op_i == 8'b1000_1000 ) ? operand1_i  + imm_i :
                  ( tran_op_i == 8'b1000_1010 ) ? operand1_i          : 
                  ( tran_op_i == 8'b1000_1001) ? operand1_i          : pc_i + 32'h0000_0004;
endmodule
[flow/run.sh]
#!/bin/bash
# OpenROAD 26Q1-2900-gdf79404cd8, Yosys 0.63+post, stock flow scripts
make -C /OpenROAD-flow-scripts/flow DESIGN_CONFIG=/design/flow/config.mk WORK_HOME=/design/flow/orfs finish
==> out/results.txt <==
crit end category = output pin
Synth Area per Inst = 6.55 sq um
final setup margin = 4.91 ns
diode count = 0
Worst Hold Slack = 7.87 ns
GPL Wtd Cong = 0.985
Setup-failing EPs final = 0
M1 WL = 15.2 mm
Rows = 51
fin. max-slew vios = 0
Top cell area share = 0.150
Place WS = 4.99 ns
Post-Syn Area = 0.00801 sq mm
Max-Cap Viols = 0
total congestion overflow = 0
Worst-Margin Slew = 0.803 ns
ys cells = 1224
Period minus WS final = 11.99 ns
Post-Layout Cell Count = 1617
pin count of the biggest net entering global routing = 63
Synth top cells by count = 122 x a21oi_1, 105 x nand2_1, 97 x nor2_1
Rel. slew slack = 0.464
Top area cell types = ha_1 15%, a21oi_1 7.6%, nand2_1 4.9%, xnor2_1 4.9%, o21ai_0 4.7%
yosys warns = 0
post-CTS setup buffers = 0
area leader, netlist = ha_1
status = finished, final reports clean
max layer used = met4
YS chip area = 0.00801 sq mm
Combinational Area = 0.00748 sq mm
io pins = 169
Seq share, synth = 0
Unique masters post-synth = 81
Total GRT Usage = 0.330
cts hold-fix bufs = 0
Area Overhead vs Synth = 23.6%
DRC = 0
routed wl met2 = 14.9 mm
first-pass GRT wire length = 51.4 mm
CP startpoint kind = input pin
vias per cell = 6.21
PostCTS Resize Cnt = 0
Starting Density = 0.410
Final Hold Violation Tally = 0
Routed met3 length = 2.89 mm
flop count = 0
layout cell share with drive strength beyond 1 = 0.0429
die x size = 144 microns
hpwl dp = 27.3 mm
WS Path Type = input pin to output pin
PwrDens = 32.6 mW/mm^2
via count of the routed design = 10000
Buffers on Ports = 169
Peak VDD IR = 0.0148 mV
iteration tally of the first detailed-router pass = 5
vias in the first global route = 9039
CP required = 13.52 ns
FMAX = 83.4 MHz
hold crit path type = input pin to output pin
routed len/inst = 20.9 microns
chip height = 144 microns
# clk buffers = 0
RSZ-0062 raised after global routing = no
filler cell count = 2032
Worst EP arrival = 8.61 ns
Cell Count Post-Placement = 1617
most frequent cell after synthesis = a21oi_1
total core area = 0.0195 sq mm
initial antenna violation count = 0
Leakage = 4.07 nW
tool warning count = 33
die area = 0.0206 sq mm
initial drt markers = 845
WL final = 33.8 mm
sequential cell area = 0 sq um
Post-Syn Instances = 1224
Critical Path Fanout Max = 15
Overall Power = 0.322 mW
antenna viol nets, final = 0
setup TNS = 0 ns
cycle use final = 0.710
-- placed cells by master, fill, tap and decap left out, types with 19 or more instances in the layout --
master / Yosys / final
nor2_1: 97 / 96
a211oi_1: 28 / 28
nand2_1: 105 / 105
a31oi_1: 19 / 19
clkdlybuf4s50_1: 0 / 168
inv_1: 75 / 75
nand4_1: 31 / 31
xor2_1: 37 / 37
and3_1: 27 / 27
xnor2_1: 45 / 45
o21ai_0: 75 / 74
o211ai_1: 23 / 23
a21oi_1: 122 / 122
nor3_1: 38 / 38
a21o_1: 39 / 39
nand3_1: 39 / 38
ha_1: 96 / 96
o31ai_1: 23 / 23
-- report_power, final --
group,switching [mW],leakage [nW],internal [mW],total [mW]
registers,0,0,0,0
clock network,0,0,0,0
logic,0.182,4.07,0.140,0.322
-- metal layers --
metal | track usage | vias to the layer above
li1 | - | 4968
met1 | 0.482 | 4536
met2 | 0.517 | 492
met3 | 0.0343 | 47
met4 | 0.0789 | 0
met5 | 0 | -
-- cells by family (layout without fill, tap and decap cells) --
| kind of cell | after synthesis | after routing | share of synthesized area |
|---|---|---|---|
| AND-OR/OR-AND | 490 | 490 | 0.421 |
| AND/OR/NAND/NOR | 413 | 413 | 0.256 |
| buffers and inverters | 132 | 260 | 0.0672 |
| adder cells (fa/ha/maj) | 98 | 98 | 0.155 |
| XOR/XNOR | 82 | 82 | 0.0896 |
| multiplexers | 9 | 9 | 0.0114 |
-- critical path, cell delays in order --
cell and delay, ns:
clkdlybuf4s50_1 0.54, ha_1 0.51, a21o_1 0.27, o21bai_1 0.27, a221oi_1 0.35, nand4_1 0.12, or4_1 0.47, or4_1 0.59
nor4_2 0.33, nand4_1 0.18, and3_4 0.29, nor2_4 0.55, a311o_1 0.28, clkdlybuf4s50_1 0.47
-- cell type report --
cell class	count	share of cell area
Timing Repair Buffer	185	0.182
Inverter	75	0.0284
Multi-Input combinational cell	1092	0.756
Tap cell	265	0.0335
-- path summary, 6_finish.rpt --
path,start,endpoint,slack [ns],cells past startpoint
setup / recovery,operand1_i[18],dnpc_o[31],4.91,14
hold / removal,pc_i[2],dnpc_o[2],7.87,3
-- per-stage QoR --
step,utilization,area (sq um)
floorplan,-,8010
global placement,0.507,9900
detailed placement,0.507,9900
CTS,0.507,9900
global route,0.507,9900
finish,0.507,9900
No activity file was given, so power comes from the tool's default toggle rates.
