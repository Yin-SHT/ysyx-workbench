### design/flow/config.mk
export PLATFORM = sky130hd
export DESIGN_NAME = execute
export DESIGN_NICKNAME = execute
export VERILOG_FILES = /design/flow/design.v
export SDC_FILE = /design/flow/constraint.sdc
export NUM_CORES = 4
export LEC_CHECK = 1
export CORE_UTILIZATION = 50
### design/flow/constraint.sdc
current_design execute

set clk_period 467.2
set clk_io_pct 0.2

create_clock -name clk0 -period $clk_period

set non_clock_inputs [all_inputs -no_clocks]
set_input_delay [expr $clk_period * $clk_io_pct] -clock clk0 $non_clock_inputs
set_output_delay [expr $clk_period * $clk_io_pct] -clock clk0 [all_outputs]
### design/flow/design.v
module execute (
  input rst,
  input                     rmem_ena_i,
  input                     wmem_ena_i,
  input [7:0]       alu_op_i,
  input [31:0]     operand1_i,
  input [31:0]     operand2_i,
  output [31:0]    alu_result_o,
  output [31:0]    rmem_addr_o,
  output [31:0]    wmem_addr_o,
  output [7:0]    wmem_mask_o,
  output [7:0]      alu_op_o,
  output [31:0]    read_offset_o
);
  reg [31:0] alu_result;
  wire cout;
  wire [31:0] result;
  assign { cout, result } = {1'b0, operand1_i} + ({1'b0, ~operand2_i}) + 1;
  wire Cf = cout ^ 1'b1;
  wire unsigned_less_than = ( Cf == 1 );
  always @( * ) begin
    if ( rst == 1'b1 ) begin
      alu_result = 32'h0000_0000;
    end else begin
      case ( alu_op_i )
        8'b0000_0001   : alu_result = operand1_i   + operand2_i; 
        8'b0000_0010   : alu_result = operand1_i   - operand2_i; 
        8'b0000_1101   : alu_result = operand1_i   ^ operand2_i; 
        8'b0000_1110    : alu_result = operand1_i   | operand2_i; 
        8'b0001_0000   : alu_result = operand1_i   & operand2_i; 
        8'b0001_0001   : alu_result = operand1_i   << operand2_i[4:0]; 
        8'b0001_0100   : alu_result = {{31{1'b0}}, $signed(operand1_i) < $signed(operand2_i)}; 
        8'b0001_0011   : alu_result = operand1_i  >> operand2_i[4:0]; 
        8'b0001_0010   : alu_result = $signed(operand1_i) >>> operand2_i[4:0]; 
        8'b0000_1111  : alu_result = {{31{1'b0}}, unsigned_less_than}; 
        8'b0001_0101  : alu_result = {{31{1'b0}}, $signed(operand1_i) < $signed(operand2_i)}; 
        8'b0000_0011 : alu_result = {{31{1'b0}}, unsigned_less_than}; 
        8'b0000_1100  : alu_result = 32'h0000_0004 + operand2_i;
        8'b0001_0110 : alu_result = operand1_i;
        8'b0001_1000 : alu_result = operand1_i;
        8'b0001_1101   : alu_result = operand1_i * operand2_i;
        8'b0001_1110   : alu_result = $signed(operand1_i) / $signed(operand2_i);
        8'b0001_1100  : alu_result = operand1_i / operand2_i;
        8'b0001_1111   : alu_result = $signed(operand1_i) % $signed(operand2_i);
        8'b0001_1011  : alu_result = operand1_i % operand2_i;
        default       : alu_result =                32'h0000_0000; 
      endcase
    end
  end
  reg [31:0] rmem_addr;
  always @( * ) begin
    if ( rst == 1'b1 ) begin
      rmem_addr = 32'h0000_0000;
    end else begin
      case ( alu_op_i )
        8'b0000_0100 : rmem_addr = operand1_i + operand2_i; 
        8'b0000_0101 : rmem_addr = operand1_i + operand2_i; 
        8'b0000_0110 : rmem_addr = operand1_i + operand2_i; 
        8'b0000_0111: rmem_addr = operand1_i + operand2_i; 
        8'b0000_1000: rmem_addr = operand1_i + operand2_i; 
        default    : rmem_addr =              32'h0000_0000; 
      endcase
    end
  end
  reg [31:0] read_offset;
  always @( * ) begin
    if ( rst == 1'b1 ) begin
      read_offset = 32'h0000_0000;
    end if ( rmem_ena_i == 1'b1 ) begin
      read_offset = ( rmem_addr - ( rmem_addr & 32'hFFFF_FFFC) );
    end else begin
      read_offset = 32'h0000_0000;
    end
  end
  reg [31:0] wmem_addr;
  always @( * ) begin
    if ( rst == 1'b1 ) begin
      wmem_addr = 32'h0000_0000;
    end else begin
      case ( alu_op_i )
        8'b0000_1001: wmem_addr = operand1_i + operand2_i;
        8'b0000_1010: wmem_addr = operand1_i + operand2_i;
        8'b0000_1011: wmem_addr = operand1_i + operand2_i;
        default:    wmem_addr =              32'h0000_0000;
      endcase
    end
  end
  reg [31:0] write_offset;
  always @( * ) begin
    if ( rst == 1'b1 ) begin
      write_offset = 32'h0000_0000;
    end if ( wmem_ena_i == 1'b1 ) begin
      write_offset = ( wmem_addr - ( wmem_addr & 32'hFFFF_FFFC) );
    end else begin
      write_offset = 32'h0000_0000;
    end
  end
  assign alu_op_o       = alu_op_i;
  assign alu_result_o   = alu_result;
  assign rmem_addr_o    = rmem_addr;
  assign read_offset_o  = read_offset;
  assign wmem_addr_o    = wmem_addr;
  assign wmem_mask_o    = ( rst ==1'b1      ) ? 8'b0000_0000 : 
                          ( write_offset == 32'h00 ) ? ( ( alu_op_i == 8'b0000_1001 ) ? 8'b0000_0001 : 
                                                         ( alu_op_i == 8'b0000_1010 ) ? 8'b0000_0011 :
                                                         ( alu_op_i == 8'b0000_1011 ) ? 8'b0000_1111 : 8'b0000_0000 ) :
                          ( write_offset == 32'h01 ) ? ( ( alu_op_i == 8'b0000_1001 ) ? 8'b0000_0010 : 
                                                         ( alu_op_i == 8'b0000_1010 ) ? 8'b0000_0110 : 8'b0000_0000 ) :
                          ( write_offset == 32'h02 ) ? ( ( alu_op_i == 8'b0000_1001 ) ? 8'b0000_0100 : 
                                                         ( alu_op_i == 8'b0000_1010 ) ? 8'b0000_1100 : 8'b0000_0000 ) :
                          ( write_offset == 32'h03 ) ? ( ( alu_op_i == 8'b0000_1001 ) ? 8'b0000_1000 : 8'b0000_0000 ) : 8'b0000_0000;
endmodule
### design/flow/run.sh
#!/bin/bash
# OpenROAD 26Q1-2900-gdf79404cd8, Yosys 0.63+post, stock flow scripts
make -C /OpenROAD-flow-scripts/flow DESIGN_CONFIG=/design/flow/config.mk WORK_HOME=/design/flow/orfs finish
==> Slide: Implementation Results <==
Flow Results at a Glance

Synth
  • Chip area from the yosys synthesis statistics: 91,500 µm²
  • Yosys warns: 1
  • Largest area contributor in the synthesized netlist: sky130_fd_sc_hd__ha_1
  • Number of distinct library cells after synthesis: 121
  • Syn Area/Cell: 6.83 µm²
  • Most repeated cell in the gate-level netlist after synthesis: sky130_fd_sc_hd__nand2_1
  • Top-area cell share: between 15 and 20%
  • Main area contributors: sky130_fd_sc_hd__ha_1 18%, sky130_fd_sc_hd__fa_1 9.0%, sky130_fd_sc_hd__xnor2_1 6.8%
  • Yosys cell count: 13,404
  • Portion of the post-synthesis area used by sequential elements: 0%
  • Cell count after synthesis: approximately 13,000
  • Leading post-synthesis cells by instance count: 1,604 x sky130_fd_sc_hd__nand2_1, 1,544 x sky130_fd_sc_hd__nor2_1, 1,349 x sky130_fd_sc_hd__ha_1, 967 x sky130_fd_sc_hd__a21oi_1, 856 x sky130_fd_sc_hd__inv_1
  • Post-Syn Area: 91,500 µm²

Drt
  • Drc violations: 0
  • Length of the first detailed-routing pass in iterations: 11
  • DR WL/cell: 30.2 µm
  • Routed via count divided by cell count: 6.85
  • Sum of routed wire length over all layers: ~480 mm
  • Violation count after the first detailed-route iteration: approximately 13,000
  • Vias after detailed routing: about 110k
  • DRT antenna net count: 0

Global route
  • Maximum number of pins on one net before global-route repair: between 70 and 80
  • Number of global-route vias before repair: 101,127
  • First-pass GRT wire length: 683 mm
  • Initial antenna violation count: 46
  • Total grt overflow: 0
  • Gr usage total: 51.1%

Finish
  • Sequential cell area: 0 µm²
  • Flip-flops: 0
  • Final-layout clock buffer total: 0
  • Area growth from synthesis to layout: 6.72%
  • Ratio of cells with drive above 1 in the final layout: 6.73%

STA
  • Number of setup violations in the final report: 0
  • Final Worst Setup Slack: 173.56 ns
  • Slew of the pin with the lowest slew margin: between 1.5 and 2 ns
  • Period minus WS final: 293.64 ns
  • Final Cycle Share: a little over three fifths
  • Headroom to the max-slew limit: -18.8%
  • Final number of hold-violating endpoints: 0
  • Number of pins exceeding their max-slew limit in the final report: 5
  • Setup repair after global routing missed its margin: false
  • Highest attainable clock frequency: roughly 3.4 MHz
  • Setup TNS: 0 ns

Worst setup path
  • Nature of the critical path startpoint: primary input
  • Cell type group with the largest total delay on the critical path: AND-OR/OR-AND gates
  • Top fanout value on the critical path: 35
  • Worst Path Class, Setup: primary input to output port
  • Peak per-stage delay on the critical path: 1.41 ns
  • Worst path slowest cell: sky130_fd_sc_hd__nor3_1
  • CP Capture Type: output port
  • Combined buffer and inverter count along the critical path: 29
  • Required arrival time at the worst endpoint: ~370 ns
  • Critical path depth: ~360
  • CP most frequent cell: sky130_fd_sc_hd__o21ai_0
  • CP Data Arrival Time: ~200 ns
  • First element of the critical path: operand2_i[9]
  • Critical path endpoint: alu_result_o[28]

Die
  • I/O Pins: 219
  • # rows: 156
  • FP Core Util: roughly 50%
  • Die X: around 430 µm
  • Core Region: approximately 180,000 µm²
  • Die area: 185,000 µm²
  • Die boundary height: 430 µm

Clock network
  • Hold-fix buffer count after cts: 0
  • Buffer count from post-CTS setup fixing: 0
  • Post-CTS Resized: 0

Place
  • Final HPWL DP: approximately 380 mm
  • Place WS: 177.61 ns
  • Count of buffers inserted at the top-level ports: between 150 and 200
  • Placer congestion estimate: 1.18

Pwr
  • Design internal power: 167 µW
  • Power per cell area: 4.97 nW/µm²
  • Leakage Power: 0.0451 µW
  • Maximum VDD drop: 0.0000327 V
  • Net Sw Frac: ~66%
  • Switching power: 318 µW

Flow run
  • Count of warning messages emitted by the tools: a little over 100
  • Max capacitance violation total: 1

Run status
  • Violated checks: max-capacitance violations, max-slew violations
  • Result of the run: complete, but fails checks

Hold path
  • Path type of the worst min-delay path: primary input to output port
routing by layer:
layer | part of all wire [%] | track usage (%) | up-vias
met3 | 14 | 21.5 | 2368
met1 | 36 | 61.9 | 49852
li1 | - | - | 48309
met4 | 10 | 39.5 | 54
met2 | 39 | 71.1 | 7918
met5 | 0.15 | 1.85 | -
cell families (layout without fill, tap and decap cells):
| group | count (synthesis) | count (layout) | synth area share [%] |
|---|---|---|---|
| AND/OR/NAND/NOR | 4984 | 4984 | 25.1 |
| buffers and inverters | 1507 | 1504 | 6.48 |
| multiplexers | 293 | 293 | 3.40 |
| AND-OR/OR-AND | 3833 | 3833 | 27.8 |
| adder cells (fa/ha/maj) | 1760 | 1760 | 27.4 |
| XOR/XNOR | 1025 | 1025 | 9.84 |
| other | 2 | 60 | 0.00821 |
final cells by class:
| cell class | count | area (µm²) |
|---|---|---|
| Multi-Input combinational cell | 11933 | 86300 |
| Inverter | 891 | 3350 |
| Timing Repair Buffer | 613 | 4980 |
| Tap cell | 2370 | 2970 |
| Antenna cell | 22 | 55.1 |
| Fill cell | 16888 | 83700 |
power groups by stage:
stage | Combinational (µW) | Sequential (µW) | Clock (µW)
after CTS | 454 | 0 | 0
after global routing | 514 | 0 | 0.00000178
metrics by stage:
stage                     std cells  hold WS [ns]  util [%]  cell area (µm²)  total power, µW
after floorplan               13440        186.95         -            91600              281
after global placement        15807        187.72      53.8            97600              444
after detailed placement      15807        187.73      53.8            97600              451
after CTS                     15807        187.74      53.8            97600              454
after global routing          15814        187.76      53.8            97600              514
final                         15829        187.74      53.8            97600              485
cell usage in the layout, fill, tap and decap left out, types with 51 or more instances in the layout:
cell and n:
sky130_fd_sc_hd__fa_1 411, sky130_fd_sc_hd__inv_1 854, sky130_fd_sc_hd__ha_1 1349, sky130_fd_sc_hd__o21a_1 299, sky130_fd_sc_hd__or2_2 76, sky130_fd_sc_hd__nand3_1 303
sky130_fd_sc_hd__o31ai_1 104, sky130_fd_sc_hd__a221oi_1 75, sky130_fd_sc_hd__a21oi_1 963, sky130_fd_sc_hd__a211o_1 51, sky130_fd_sc_hd__nand4_1 154, sky130_fd_sc_hd__and3_1 83
sky130_fd_sc_hd__nand2b_1 142, sky130_fd_sc_hd__mux2_2 134, sky130_fd_sc_hd__a21o_1 389, sky130_fd_sc_hd__clkdlybuf4s50_1 166, sky130_fd_sc_hd__nor3_1 418, sky130_fd_sc_hd__xnor2_1 679
sky130_fd_sc_hd__nor2_1 1529, sky130_fd_sc_hd__mux2i_1 156, sky130_fd_sc_hd__a211oi_1 108, sky130_fd_sc_hd__or3_1 136, sky130_fd_sc_hd__nand2_1 1604, sky130_fd_sc_hd__nor2b_1 136
sky130_fd_sc_hd__a31oi_1 172, sky130_fd_sc_hd__o211ai_1 137, sky130_fd_sc_hd__o22ai_1 60, sky130_fd_sc_hd__o21bai_1 97, sky130_fd_sc_hd__and2_1 81, sky130_fd_sc_hd__buf_4 431
sky130_fd_sc_hd__xor2_1 312, sky130_fd_sc_hd__o21ai_0 711, sky130_fd_sc_hd__nor4_1 94
how the worst min path moves through the flow:
stage          startpoint           to  slack, ns  depth (start not counted)
finish        alu_op_i[1]  alu_op_o[1]     187.74                          2
CTS           alu_op_i[1]  alu_op_o[1]     187.74                          2
global route  alu_op_i[1]  alu_op_o[1]     187.76                          2
No activity file was given, so power comes from the tool's default toggle rates.
